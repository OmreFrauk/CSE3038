===== run.sh =====
#!/bin/bash
# OpenROAD 26Q1-2900-gdf79404cd8, Yosys 0.63+post, stock flow scripts
make -C /OpenROAD-flow-scripts/flow DESIGN_CONFIG=/design/flow/config.mk WORK_HOME=/design/flow/orfs finish

===== config.mk =====
export PLATFORM = sky130hd
export DESIGN_NAME = alu32
export DESIGN_NICKNAME = alu32
export VERILOG_FILES = /design/flow/design.v
export SDC_FILE = /design/flow/constraint.sdc
export NUM_CORES = 4
export LEC_CHECK = 1
export CORE_UTILIZATION = 40

===== constraint.sdc =====
current_design alu32

set clk_period 22.1
set clk_io_pct 0.2

create_clock -name clk0 -period $clk_period

set non_clock_inputs [all_inputs -no_clocks]
set_input_delay [expr $clk_period * $clk_io_pct] -clock clk0 $non_clock_inputs
set_output_delay [expr $clk_period * $clk_io_pct] -clock clk0 [all_outputs]

===== design.v =====
module alu32 (Result,
A,
B,
ALUOp,
Zero,
Overflow,
GreaterThanZero
);
output reg [31:0] Result;  
input [31:0] A;        
input [31:0] B;        
input [2:0] ALUOp;     
output Zero;           
output reg Overflow;    
output reg GreaterThanZero;  
reg [31:0] less;
assign Zero = (Result == 0);  
always @(*) begin 
Overflow = 0;  
GreaterThanZero = 0;  
case (ALUOp)
    3'b010: begin  
        {Overflow, Result} = {A[31], A} + {B[31], B};
        Overflow = (A[31] == B[31]) && (Result[31] != A[31]);
    end
    3'b110: begin  
        {Overflow, Result} = {A[31], A} - {B[31], B};
        Overflow = (A[31] != B[31]) && (Result[31] != A[31]);
        GreaterThanZero = (A > 0);
    end
    3'b111: begin less=A+1+(~B);	 
    if (less[31]) Result=1;	
    else Result=0;
    end
    3'b000: Result = A & B;  
    3'b001: Result = A | B;  
    3'b101: Result = ~(A | B);  
    default: Result = 0;
endcase
end
endmodule

==> flow_summary.json <==
{
  "end_kind": "output pin",
  "ff_count": 0,
  "synth_seq_share_pct": 0,
  "mi_logic_area_sq_mm": 0.00537,
  "syn_area_sq_mm": 0.00595,
  "top_cells_by_count": "107 x ha_1, 94 x inv_1, 91 x nor2_1",
  "setup_viol": 0,
  "ir_drop_uv": 20.6,
  "total_power_w": 0.000183,
  "grt_pass1_wl_um": 33500,
  "power_leakage_nw": 2.99,
  "grt_pass1_vias": 6174,
  "gp_congestion": 1.04,
  "drt_iter0_markers": 614,
  "wl_um": 21600,
  "tightest_slew_ns": 0.906,
  "vias": 6933,
  "crit_fanout": 5,
  "rsz0062_at_grt": "false",
  "fin_crit_ns": 13.81,
  "finalClockPeriodUsage_pct": 62.5,
  "fp.dieH_um": 124,
  "utilization_pct": 48.5,
  "hold_violations": 0,
  "n_antenna_cell": 0,
  "cp_data_required_time_ns": 17.68,
  "top_area_cell": "ha_1",
  "drive_gt1_share_pct": 3.58,
  "relSlewSlack_pct": 38.1,
  "clkbuf_count": 0,
  "cts_hold_buffers": 0,
  "area_leaders": "ha_1 23%, xnor2_1 7.1%, inv_1 5.9%, nor2_1 5.7%, a21oi_1 4.6%",
  "status": "completed",
  "rows": 44,
  "yosysMostFrequentCell": "ha_1",
  "nFillCells": 1491,
  "syn_to_final_growth_pct": 18.4,
  "cts_resized": 0,
  "grt_usage_pct": 28.6,
  "worstSetupPathType": "in -> out",
  "drc_errors": 0,
  "min_path_cells": 5,
  "fin_tns_setup_ns": 0,
  "cts_setup_buffers": 0,
  "ios": 102,
  "grt_max_degree": 52,
  "antenna_found_initial": 0,
  "slew_viol_final": 0,
  "layoutNonFillerInstCount": 1134,
  "routedWlPerCell_um": 19.1,
  "netlist.area_leader.share_pct": 22.5,
  "hold_class": "in -> out",
  "core_util_floorplan_pct": 40.9,
  "overflow": 0,
  "arrival_ns": 9.39,
  "yosys_warnings": 1,
  "fp.dieW_um": 124,
  "warnings": 107,
  "via_per_inst": 6.11,
  "holdWs_ns": 9.93,
  "dp.cells": 1134,
  "powerDensity_mw_per_mm2": 25.9,
  "seq_area_sq_um": 0,
  "yosys_area_sq_mm": 0.00595,
  "portBuffers": 102,
  "synth.avg_cell_area_sq_um": 6.68,
  "critPathLaunchType": "primary input",
  "drtAntennaViolNets": 0,
  "yosysCellCount": 891,
  "maxCapViolCount": 0,
  "fmax_ghz": 0.0724,
  "core_sq_mm": 0.0145,
  "detailed_place_hpwl_um": 17300,
  "die_area_sq_mm": 0.0154,
  "firstDrtPassIters": 6,
  "syn-instance-count": 891,
  "ys_types": 76
}
## metal layers
layer  global-route usage [%]  share of wire (%)  wire length (um)  vias up
met4                     7.51                3.3               705        0
met2                     43.5                 43              9250      335
met5                        0                  0                 0        -
met3                     3.74                9.1              1960       53
li1                         -                  -                 -     3374
met1                     42.3                 45              9730     3171
## worst paths after layout
path	start	end	slack [ns]
setup / recovery	A[0]	Zero	8.29
hold / removal	ALUOp[2]	Result[7]	9.93
## worst max-delay path, stage by stage
cell	delay, ns
clkdlybuf4s50_1	0.49
inv_1	0.11
ha_1	0.20
inv_1	0.07
fa_1	0.37
nor2b_1	0.16
o211ai_1	0.42
a21boi_1	0.23
a211oi_1	0.62
nor3_1	0.14
o2111a_1	0.25
or3_1	0.40
nand4bb_1	0.26
nor4_2	0.28
nand4b_1	0.20
nor4_2	0.26
clkdlybuf4s50_1	0.50
## layout by cell type (no fill, tap or decap), drive strengths merged, types with 9 or more instances in the layout
cell | netlist | layout
a211oi | 18 | 18
a21o | 15 | 15
a21oi | 56 | 56
a22oi | 32 | 32
a31oi | 15 | 15
buf | 26 | 10
clkdlybuf4s50 | 0 | 101
ha | 107 | 107
inv | 94 | 94
nand2 | 52 | 52
nand3 | 25 | 25
nand4 | 11 | 11
nor2 | 91 | 91
nor2b | 18 | 18
nor3 | 34 | 34
nor4 | 17 | 17
o2111ai | 9 | 9
o21ai | 44 | 44
o22ai | 14 | 14
o31ai | 10 | 10
xnor2 | 48 | 48
## final cells by class
class | count | area share (%)
Inverter | 96 | 5.12
Tap cell | 184 | 3.27
Multi-Input combinational cell | 743 | 76.2
Timing Repair Buffer | 111 | 15.4
## cells by family (layout without fill, tap and decap cells)
logic type / after synthesis / in the layout / share of synthesized area [%]
AND-OR/OR-AND: 288 / 288 / 33.9
XOR/XNOR: 50 / 50 / 7.36
adder cells (fa/ha/maj): 109 / 109 / 23.2
buffers and inverters: 148 / 207 / 9.82
multiplexers: 7 / 7 / 1.22
AND/OR/NAND/NOR: 289 / 289 / 24.5
## report_power, final
| group | switching, W | total, W | internal (W) | leakage [nW] |
|---|---|---|---|---|
| sequential | 0 | 0 | 0 | 0 |
| combinational | 0.000103 | 0.000183 | 0.0000791 | 2.99 |
| clock | 0 | 0 | 0 | 0 |
## stage by stage
stage / worst slack [ns] / cell area [sq um]
6_report: 8.29 / 7040
5_1_grt: 8.01 / 7040
4_1_cts: 8.36 / 7040
3_5_place_dp: 8.38 / 7040
3_3_place_gp: 8.36 / 7040
2_1_floorplan: 10.30 / 5950
Power figures rest on the tool's default switching activity, not on a simulated workload.
